--- /design/flow/design.v ---
module ReLU_Qint8 (
    input  logic        relu_en,      
    input  logic signed [31:0] data_in,
    output logic signed [31:0] data_out
);
always_comb begin
    if (relu_en && data_in < 0)
        data_out = 32'sd0;
    else
        data_out = data_in;
end
endmodule
--- /design/flow/constraint.sdc ---
current_design ReLU_Qint8

set clk_period 1.0
set clk_io_pct 0.2

create_clock -name clk0 -period $clk_period

set non_clock_inputs [all_inputs -no_clocks]
set_input_delay [expr $clk_period * $clk_io_pct] -clock clk0 $non_clock_inputs
set_output_delay [expr $clk_period * $clk_io_pct] -clock clk0 [all_outputs]
--- /design/flow/config.mk ---
export PLATFORM = sky130hd
export DESIGN_NAME = ReLU_Qint8
export DESIGN_NICKNAME = ReLU_Qint8
export VERILOG_FILES = /design/flow/design.v
export SDC_FILE = /design/flow/constraint.sdc
export NUM_CORES = 4
export LEC_CHECK = 1
export CORE_AREA = 10 10 70 70
export DIE_AREA = 0 0 80 80
--- /design/flow/run.sh ---
#!/bin/bash
# OpenROAD 26Q1-2900-gdf79404cd8, Yosys 0.63+post, stock flow scripts
make -C /OpenROAD-flow-scripts/flow DESIGN_CONFIG=/design/flow/config.mk WORK_HOME=/design/flow/orfs finish
==> GITHUB_STEP_SUMMARY <==
### Metrics collected by this job

| Metric | Value |
|---|---|
| Fin crit share | 0.980 |
| Kind of critical path | in -> out |
| WL final | 2260 um |
| Flip-flops | 0 |
| Drt first pass iters | 2 |
| Status | complete, no violations |
| Fin Setup TNS | 0 ns |
| I/O Pins | 65 |
| Vias in the first global route | about 570 |
| First-pass GRT wire length | 3270 um |
| Synth-to-layout area growth | 232% |
| Sw frac | 0.337 |
| Post-placement cell area | between 1000 and 1500 um^2 |
| Final slew viol count | 0 |
| RSZ-0062 raised after global routing | true |
| Internal power | 232 uW |
| Final Hold Viols | 0 |
| Top area contributor share | 0.681 |
| DR DRC count | 0 |
| Maximum vdd drop | 0.0690 mV |
| Main area contributors | a21boi_1 68%, buf_4 15%, a21boi_2 11%, and2b_2 2.9%, a21boi_0 2.5% |
| Fraction of layout cells with a size suffix above 1 | 0.680 |
| Leakage | 0.485 nW |
| Via density | 3.65 |
| Hold Crit Depth | 3 |
| Syn Std Cell Area | 298 um^2 |
| Ys cells | 38 |
| Yosys cell types | 5 |
| Post-DRT Antenna Nets | 0 |
| Number of diodes | 0 |
| Crit path cell chain | buf_2, buf_12, a21boi_1, buf_2 |
| Final min period | 0.980 ns |
| Psw | around 120 uW |
| Core area | 3420 um^2 |
| Design Area, Final | 988 um^2 |
| CP most frequent cell | buf_2 |
| Worst path required time | about 0.80 ns |
| Rows | 21 |
| Gpl congestion | roughly 0.85 |
| Max-cap check violation count | 0 |
| Worst Setup Start Kind | primary input |
| PwrDens | 354 nW/um^2 |
| Synth Seq Share | 0 |
| CP Launch Point | relu_en |
| Hold buffers post-CTS | 0 |
| Flop area | 0 um^2 |
| Setup-failing EPs final | 0 |
| Fmax | 1020 MHz |
| Global route overflow | 0 |
| Initial antenna violation count | 0 |
| Wire per inst | about 15 um |
| Sequential share of power | 0 |
| Crit path to | data_out[0] |
| Syn_area_per_cell | 7.84 um^2 |
| Chip area | 6400 um^2 |
| Top cells by count | 27 x a21boi_1, 6 x buf_4, 3 x a21boi_2 |
| Detailed Place HPWL | roughly 1900 um |
| Worst slack at placement | -0.769 ns |
| Worst path max stage delay | 0.17 ns |
| Chip area line of the yosys report | 298 um^2 |
| Hold Slack | approximately 0.67 ns |
| Largest net degree at the start of global routing | 21 |
| PortBufs | 65 |
| Clock buf count | 0 |
| GRT Util Overall | 0.0623 |
| Worst-Margin Slew | about 0.14 ns |
| Utilization after layout | 0.289 |
| Area leader, netlist | a21boi_1 |
| Chip height | about 80 um |
| Post-Syn Instances | 38 |
| Crit-path slowest cell | buf_12 |
| Worst setup margin | slightly above 0.02 ns |
| Crit Path Max Fanout | 20 |
| Yosys warns | 1 |
| Combinational power share | 1.000 |
| DRT iter0 DRCs | 6 |
| Worst hold path class | in -> out |
| Worst Setup End Kind | output port |
| Total tool warning count | 34 |
| # fillers | 372 |
| Cell with the most instances after synthesis | a21boi_1 |
| Floorplan utilization | 0.0872 |
| Vias post-DR | 544 |
| Relative slew slack | 0.906 |
| Clk pwr share | 0 |
| Logic area | 354 um^2 |
| Die Wd | 80 um |
| Crit path DAT | slightly below 0.8 ns |
## how the worst min path moves through the flow
| stage | startpoint | to | slack (ns) |
|---|---|---|---|
| 5_1_grt | data_in[31] | data_out[30] | 0.69 |
| 4_1_cts | data_in[31] | data_out[30] | 0.66 |
| 6_report | data_in[31] | data_out[30] | 0.67 |
## timing repair
| item | in CTS | in global routing |
|---|---|---|
| gates resized | 173 | 0 |
| pin swaps | 2 | 2 |
| setup endpoints to repair | 32 | 6 |
| setup buffers | 1 | 0 |
| cloned | 1 | 1 |
## layout by cell type, fill, tap and decap left out
master            n
a21boi_2         30
and2b_2           1
buf_12            3
buf_16            1
buf_6             2
a21boi_1          1
clkbuf_16         1
dlygate4sd2_1    31
buf_2            32
clkdlybuf4s15_1   1
## power groups by stage
stage     logic, mW  clock network [mW]  registers, mW
4_1_cts       0.356                   0              0
5_1_grt       0.382                   0              0
6_report      0.350                   0              0
## layer usage
layer,track usage,vias to the layer above,routed length (um)
li1,-,271,-
met1,0.0712,247,814
met2,0.121,26,1250
met3,0.0125,0,189
met4,0,0,0
met5,0,-,0
## cell type report
type | instances | share of cell area
repair buffers | 71 | 0.584
multi-input cells | 32 | 0.358
well taps | 46 | 0.0582
## cells by family after synthesis
group                  synth area share
AOI/OAI and AO/OA                 0.819
buffers and inverters             0.151
and+or+nand+nor                  0.0294
## critical path: cells and delay by family
kind | cells | cell delay [ns]
buf+inv | 3 | 0.43
compound gates | 1 | 0.14
## metrics by stage
stage / power (mW) / instances
after floorplan: 0.0866 / 38
final: 0.350 / 149
after global placement: 0.405 / 147
after global routing: 0.382 / 149
after detailed placement: 0.405 / 147
after CTS: 0.356 / 149
Power and IR drop assume default switching activity.
