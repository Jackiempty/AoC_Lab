### /design/flow/config.mk
export PLATFORM = sky130hd
export DESIGN_NAME = post_quant
export DESIGN_NICKNAME = post_quant
export VERILOG_FILES = /design/flow/design.v
export SDC_FILE = /design/flow/constraint.sdc
export NUM_CORES = 4
export LEC_CHECK = 1
export CORE_UTILIZATION = 40
### /design/flow/constraint.sdc
current_design post_quant

set clk_period 6.9
set clk_io_pct 0.2

create_clock -name clk0 -period $clk_period

set non_clock_inputs [all_inputs -no_clocks]
set_input_delay [expr $clk_period * $clk_io_pct] -clock clk0 $non_clock_inputs
set_output_delay [expr $clk_period * $clk_io_pct] -clock clk0 [all_outputs]
### /design/flow/design.v
module post_quant (
    input [31:0] data_in,
    input [5:0] scaling_factor,
    output logic[7:0] data_out
);
logic signed [31:0] shifted;
logic signed [31:0] added;
logic [7:0]         clamped_temp;
always_comb begin
    shifted = data_in >>> scaling_factor;  
end
always_comb begin
    added = shifted + 32'sd128;
end
always_comb begin
    if (added < 0)
        clamped_temp = 8'd0;
    else if (added > 8'd255)
        clamped_temp = 8'd255;
    else
        clamped_temp = added[7:0];  
end
always_comb begin
    data_out = clamped_temp[7:0];
end
endmodule
### /design/flow/run.sh
#!/bin/bash
# OpenROAD 26Q1-2900-gdf79404cd8, Yosys 0.63+post, stock flow scripts
make -C /OpenROAD-flow-scripts/flow DESIGN_CONFIG=/design/flow/config.mk WORK_HOME=/design/flow/orfs finish
==> results_slide.txt <==
Implementation Results

Synthesis
  • Share of the yosys chip area belonging to registers: 0
  • Post-synth top area share: 0.153
  • Unique cell type count in the Yosys netlist: roughly 73
  • Yosys Instances: 359
  • Yosys warnings: 1
  • Cell area after synthesis: between 0.002 and 0.003 mm^2
  • Synthesized area divided by synthesized cell count: around 7.8 um^2
  • Leading area contributor after synthesis: sky130_fd_sc_hd__mux4_2
  • Cell count after synthesis: ~360
  • Post-synthesis chip area from yosys: between 0.002 and 0.003 mm^2
  • Top post-synthesis cells by area: sky130_fd_sc_hd__mux4_2, sky130_fd_sc_hd__mux2i_1, sky130_fd_sc_hd__nor2_1

Floorplan
  • Placeable core area: 0.00676 mm^2
  • Floorplan die area: ~0.0073 mm^2
  • Vertical extent of the die: around 86 um
  • FP Rows: 30
  • # IOs: between 40 and 50
  • Die width: 85.6 um
  • Effective utilization at floorplan: 0.414

Worst setup path
  • Worst setup path category: input port to output port
  • Longest individual stage delay on the worst path: ~0.50 ns
  • Data required time at the worst endpoint: about 5.5 ns
  • Cells traversed along the worst timing path: clkdlybuf4s50_1, buf_12, nor2_1, a22oi_1, nand3b_1, o221ai_2, ha_1, nand4_1, nand3_1, nand4_1, o31ai_1, and3_1, a2111oi_4, buf_4, a31oi_1, clkdlybuf4s50_1
  • Cell with the largest stage delay on the worst path: sky130_fd_sc_hd__clkdlybuf4s50_1
  • Crit path launch type: input port
  • CP endpoint kind: output port
  • Worst-path fanout max: 35
  • Worst endpoint data arrival time: 5.34 ns

Final timing
  • Time the worst path needs with I/O delays and setup: 6.72 ns
  • Setup repair after global routing missed its margin: false
  • Sum Neg Setup Slack: 0 ns
  • Final period utilization: 0.974
  • Final hold violation count: 0
  • Worst slew slack as a fraction of its limit: 0.532
  • Smallest hold slack: about 4.0 ns
  • Transition time at the pin with the least slew margin: between 0.6 and 0.7 ns
  • Slew Limit Fails: 0
  • Final setup viols: 0
  • Fmax: ~0.15 GHz

Power and ir drop
  • Cell Int Power: roughly 120 uW
  • Largest voltage drop on the vdd net: about 0.046 mV
  • Static leakage: 1.26 nW
  • Net switching power: between 100 and 150 uW
  • Ratio of total power to cell area: ~74 mW/mm^2
  • Sw frac: 0.530
  • Proportion of power drawn by flip-flops and latches: 0
  • Share of total power in combinational logic: 1.000
  • Proportion of power drawn by the clock network: 0

Cells and area
  • Synthesis-to-layout area growth: 23.6%
  • Share of cells above drive strength 1: 0.203
  • Clock Buffer Count: 0
  • Combined flip-flop and latch cell area: 0 um^2
  • Layout sequential cell count: 0

Flow run
  • Number of max-cap violations: 0
  • Tool warning count: 32

Global route
  • Overall fraction of global-route tracks in use: 0.280
  • Initial antenna violation count: 0
  • Pin count of the biggest net entering global routing: 36
  • Remaining global-route overflow: 0
  • Wire length of the first global-routing pass: 15800 um
  • Vias in the first global route: a little over 3000

Routing
  • Antenna diode count: 0
  • First-pass iteration count of the detailed router: 5
  • Vias after detailed routing: 3207
  • DR iter-0 viols: roughly 290
  • Residual DRC: 0
  • Vias per std cell: between 6 and 7
  • Final antenna-violating net count: 0
  • Post-Route WL: around 9700 um
  • Avg WL per Cell: just under 20 um

Placed design
  • Post-DP HPWL: a little under 8000 um
  • Final weighted congestion of routability-driven global placement: ~0.96
  • Number of buffers inserted by port buffering: between 40 and 50

Min path
  • Worst min-delay path category: input port to output port

Outcome
  • Status: finished, final reports clean
cell families after synthesis:
family	synth area share
adder cells (fa/ha/maj)	0.00448
buffers and inverters	0.0662
AND/OR/NAND/NOR	0.283
multiplexers	0.377
XOR/XNOR	0.0219
AND-OR/OR-AND	0.248
layout by cell type (no fill, tap or decap), types with 5 or more instances in the layout:
| cell | instances |
|---|---|
| sky130_fd_sc_hd__clkdlybuf4s50_1 | 44 |
| sky130_fd_sc_hd__nor2_1 | 43 |
| sky130_fd_sc_hd__nand2_1 | 35 |
| sky130_fd_sc_hd__mux2i_1 | 33 |
| sky130_fd_sc_hd__buf_4 | 27 |
| sky130_fd_sc_hd__mux4_2 | 19 |
| sky130_fd_sc_hd__nand3_1 | 17 |
| sky130_fd_sc_hd__a21oi_1 | 15 |
| sky130_fd_sc_hd__a31oi_1 | 14 |
| sky130_fd_sc_hd__o21ai_0 | 12 |
| sky130_fd_sc_hd__mux2_2 | 9 |
| sky130_fd_sc_hd__inv_1 | 8 |
| sky130_fd_sc_hd__nor3_1 | 8 |
| sky130_fd_sc_hd__nand2b_1 | 7 |
| sky130_fd_sc_hd__a211oi_1 | 7 |
| sky130_fd_sc_hd__xnor2_1 | 7 |
| sky130_fd_sc_hd__nand4_1 | 7 |
| sky130_fd_sc_hd__mux4_1 | 6 |
| sky130_fd_sc_hd__and2_1 | 5 |
worst paths after layout:
kind / from / end / slack [ns] / depth (start not counted)
max: scaling_factor[2] / data_out[4] / 0.18 / 16
min: scaling_factor[4] / data_out[6] / 4.03 / 6
per-stage QoR:
stage,setup WS (ns),utilization,cell area [um^2],power (mW),cells
3_5_place_dp,0.00530,0.508,3430,0.249,488
6_report,0.182,0.511,3450,0.257,489
4_1_cts,0.00653,0.508,3430,0.250,488
3_3_place_gp,0.0301,0.508,3430,0.251,488
2_1_floorplan,1.25,-,2800,0.161,359
5_1_grt,0.00965,0.511,3450,0.276,489
power by group through the flow:
| stage | clock [mW] | sequential [mW] | combinational (mW) |
|---|---|---|---|
| final | 0 | 0 | 0.257 |
| after global routing | 0 | 0 | 0.276 |
| after CTS | 0 | 0 | 0.250 |
critical path, delay by kind of cell:
kind | cells | cell delay (ns)
fa+ha+maj | 1 | 0.27
buf+inv | 4 | 1.37
simple gates | 6 | 1.20
compound gates | 5 | 1.09
per-layer routing:
metal | up-vias | global-route usage | share of wire
met5 | - | 0 | 0
met4 | 0 | 0.0773 | 0.029
met1 | 1511 | 0.408 | 0.44
met2 | 144 | 0.458 | 0.47
met3 | 28 | 0.0215 | 0.062
li1 | 1524 | - | -
repair_timing:
item | CTS | global route
endpoints found under the setup margin | 0 | 8
resized | 0 | 4
hold buffers | 0 | 0
buffers inserted | 0 | 1
Yosys cell counts (7+ instances only):
cell                       number
sky130_fd_sc_hd__buf_2          7
sky130_fd_sc_hd__a211oi_1       7
sky130_fd_sc_hd__inv_1          8
sky130_fd_sc_hd__nand2_1       35
sky130_fd_sc_hd__a31oi_1       14
sky130_fd_sc_hd__nand4_1        7
sky130_fd_sc_hd__o21ai_0       13
sky130_fd_sc_hd__nand3_1       17
sky130_fd_sc_hd__mux2i_1       34
sky130_fd_sc_hd__nor2_1        43
sky130_fd_sc_hd__a21oi_1       15
sky130_fd_sc_hd__nor3_1         8
sky130_fd_sc_hd__nand2b_1       7
sky130_fd_sc_hd__mux2_2         9
sky130_fd_sc_hd__mux4_2        19
sky130_fd_sc_hd__xnor2_1        7
sky130_fd_sc_hd__clkbuf_1      11
final cells by class:
class,count,area [um^2]
well taps,80,100
repair buffers,75,701
inverters,9,33.8
multi-input cells,325,2620
fillers,682,3300
Power figures rest on the tool's default switching activity, not on a simulated workload.
